File: flow/design.v
module top(
  input clk,
  input rst,
  output reg [15:0] led
);
  reg [31:0] count;
  always @(posedge clk) begin
    if (rst) begin led <= 1; count <= 0; end
    else begin
      if (count == 0) led <= {led[14:0], led[15]};
      count <= (count >= 5000000 ? 32'b0 : count + 1);
    end
  end
endmodule
File: flow/run.sh
#!/bin/bash
# OpenROAD 26Q1-2900-gdf79404cd8, Yosys 0.63+post, stock flow scripts
make -C /OpenROAD-flow-scripts/flow DESIGN_CONFIG=/design/flow/config.mk WORK_HOME=/design/flow/orfs finish
File: flow/config.mk
export PLATFORM = sky130hd
export DESIGN_NAME = top
export DESIGN_NICKNAME = top
export VERILOG_FILES = /design/flow/design.v
export SDC_FILE = /design/flow/constraint.sdc
export NUM_CORES = 4
export LEC_CHECK = 1
export CORE_AREA = 10 10 111 111
export DIE_AREA = 0 0 121 121
File: flow/constraint.sdc
current_design top

set clk_period 4.3
set clk_io_pct 0.2

create_clock -name clk0 -period $clk_period [get_ports {clk}]

set non_clock_inputs [all_inputs -no_clocks]
set_input_delay [expr $clk_period * $clk_io_pct] -clock clk0 $non_clock_inputs
set_output_delay [expr $clk_period * $clk_io_pct] -clock clk0 [all_outputs]
==> flow_summary.json <==
{
  "htree_num_levels": 2,
  "yosysTopAreaCell": "dfxtp_1",
  "ant_nets": 0,
  "powerDensity_mw_per_mm2": 326,
  "cp_max_fo": 23,
  "synth_area_mm2": 0.00198,
  "finClkSkew_ps": 6.25,
  "tritoncts": "done",
  "cts_root_buffer": "clkbuf_8",
  "ys_top_cells_by_area": "dfxtp_1 (49%), mux2i_1 (8.1%), nor3_1 (5.6%)",
  "min_period_over_period_pct": 56.5,
  "yosysCellCount": 204,
  "routed_via_density": 4.15,
  "dp_slack_ps": 1570,
  "drt_first_pass_iters": 4,
  "r2r_start": "count[2]",
  "warnings": 26,
  "wl_um": 3820,
  "crit_end": "count[17]",
  "die_w_um": 121,
  "min_from": "led[15]",
  "postSynth.asyncResetShare_pct": 0,
  "max_cap_violations": 0,
  "most_common_cell": "dfxtp_1",
  "synthCells": 204,
  "common_cells": "dfxtp_1 (48), nor3_1 (22), mux2i_1 (16), nand2b_1 (16), xnor2_1 (10)",
  "core-area_mm2": 0.00986,
  "edf_count": 0,
  "setup_viol": 0,
  "clkLatencyLatePin_ps": 300,
  "grt_pass1_vias": 1435,
  "grt_usage_pct": 5.34,
  "r2r_cells": 4,
  "regToRegSetupSlack_ps": 2060,
  "antenna_cells": 0,
  "top_cell_area_share_pct": 48.5,
  "antenna_found_initial": 0,
  "area_growth_pct": 22.8,
  "rsz0062_at_grt": "no",
  "drive_gt1_share_pct": 5.29,
  "grt_max_degree": 24,
  "cts.sinks": 48,
  "criticalPathCategory": "in -> reg",
  "drv_slew": 0,
  "fillers": 1028,
  "ys.flops": 48,
  "drtIter0Drc": 82,
  "timing.slew.headroom_pct": 42.4,
  "start_kind": "input pin",
  "critPathLaunch": "rst",
  "num_vias": 1493,
  "cp-end-kind": "register",
  "ys_types": 34,
  "fin_ws_ps": 1870,
  "peakVddDrop_mv": 0.120,
  "grt_overflow": 0,
  "wl_per_cell_um": 10.6,
  "hold_viol_final": 0,
  "grt_pass1_wl_um": 6790,
  "hold_depth": 2,
  "fp.dieH_um": 121,
  "fmax_mhz": 412,
  "tightest_slew_ps": 864,
  "drcViolationCount": 0,
  "row_count": 36,
  "clk_pin_slew_ps": 90,
  "crit_required_ps": 4500,
  "holdBufCountCts": 0,
  "ys_warn_count": 1,
  "syn_area_per_cell_um2": 9.71,
  "synth_seq_share_pct": 48.5,
  "ys_area_mm2": 0.00198,
  "port-buffer-count": 17,
  "r2r_end": "count[19]",
  "synth-main-ff-cell": "dfxtp_1",
  "cts_max_path_buffers": 2,
  "finalCriticalPeriod_ps": 2430,
  "floorplan.core_util_pct": 20.1,
  "fin_tns_setup_ps": 0,
  "post-cts-setup-buffer-count": 0,
  "hold_path.class": "reg -> reg",
  "cts_buffers": 5,
  "dp_hpwl_um": 2580,
  "p_leak_nw": 0.729,
  "cts_resized": 0,
  "die-area_mm2": 0.0146,
  "io_pins": 18,
  "gp_congestion": 0.787,
  "outcome": "finished, final reports clean",
  "arrival_ps": 2630
}
## how the worst min path moves through the flow
stage / to / slack, ps
global route: led[9] / 530
CTS: led[15] / 500
finish: led[15] / 500
## cell families after synthesis
group	Yosys count	synth area share [%]
xor gates and xnor gates	13	5.75
buffers and inverters	16	3.16
and+or+nand+nor	87	25.4
adders and majority gates	2	1.26
AOI/OAI and AO/OA	21	7.64
DFF	48	48.5
other	1	0.189
muxes	16	8.09
## registers in the layout (all words and copies together) (netlist names)
signal / cells
count: 32
led: 16
## layout make-up
cell class | count | area, um2 | area share, %
multi-input combinational | 148 | 987 | 40.6
sequential | 48 | 961 | 39.5
inverter | 5 | 18.8 | 0.772
timing repair buffer | 18 | 178 | 7.30
tap | 133 | 166 | 6.84
clock buffer | 6 | 82.6 | 3.40
clock inverter | 2 | 38.8 | 1.59
## routing by layer
metal | share of wire, % | vias up | global-route usage, %
met1 | 51 | 690 | 7.43
met4 | 2.5 | 0 | 1.06
met2 | 43 | 17 | 8.27
met5 | 0 | - | 0
li1 | - | 780 | -
met3 | 3.9 | 6 | 1.32
## stage by stage
step                total power, mW  instances  hold WS (ps)  utilization (%)  instance area, um2
finish                        0.794        360           500             24.7                2430
global route                  0.828        360           534             24.7                2430
CTS                           0.806        360           505             24.7                2430
detailed placement            0.468        352           485             23.4                2310
global placement              0.468        352           480             23.4                2310
floorplan                     0.466        212           449                -                2010
## worst max-delay path: stages
cell             delay [ps]
clkdlybuf4s50_1         670
a2111o_1                790
a211oi_1                300
## cells in the final DEF, fill, tap and decap left out, types with 2 or more instances in the layout
cell,n
dfxtp_1,48
nor3_1,22
clkdlybuf4s50_1,17
nand2b_1,16
mux2i_1,16
xnor2_1,10
conb_1,9
nand2_1,8
nand3_1,7
a211oi_1,7
nor4_1,6
nor2_1,6
clkbuf_8,6
inv_1,5
nand4_1,5
o21ai_0,5
or3_1,5
or4_1,4
o31ai_1,3
xor2_1,3
o211ai_1,2
and3_1,2
ha_1,2
## power by group
part,switching [mW],total [mW],internal (mW),leakage (nW)
clock,0.146,0.336,0.190,0.0614
sequential,0.00122,0.450,0.449,0.390
combinational,0.00375,0.00772,0.00396,0.277
total,0.151,0.794,0.643,0.729
Power and IR drop assume default switching activity.
